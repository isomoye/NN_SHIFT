===== flow/config.mk =====
export PLATFORM = sky130hd
export DESIGN_NAME = bram_sp
export DESIGN_NICKNAME = bram_sp
export VERILOG_FILES = /design/flow/design.v
export SDC_FILE = /design/flow/constraint.sdc
export NUM_CORES = 4
export LEC_CHECK = 1
export CORE_UTILIZATION = 40

===== flow/constraint.sdc =====
current_design bram_sp

set clk_period 5.8
set clk_io_pct 0.2

create_clock -name clk0 -period $clk_period [get_ports {clk}]

set non_clock_inputs [all_inputs -no_clocks]
set_input_delay [expr $clk_period * $clk_io_pct] -clock clk0 $non_clock_inputs
set_output_delay [expr $clk_period * $clk_io_pct] -clock clk0 [all_outputs]

===== flow/design.v =====
module bram_sp #(
       parameter int RAM_DATA_WIDTH = 32,
       parameter int RAM_ADDR_WIDTH = 4
   ) (
       input  wire                      clk,
       input  wire                      rst,
       input  wire                      wr,
       input  wire [RAM_ADDR_WIDTH-1:0] addr,
       input  wire [RAM_DATA_WIDTH-1:0] data_in,
       output reg  [RAM_DATA_WIDTH-1:0] data_out
   );
   reg [RAM_DATA_WIDTH-1:0] mem [(2**RAM_ADDR_WIDTH)];
   always @(posedge clk) begin
      if ( rst ) begin
         data_out <= {RAM_DATA_WIDTH{1'b0}};
      end
      else begin
         data_out <= mem[addr];
         if (wr) begin
            mem[addr] <= data_in;
         end
      end
   end
endmodule

===== flow/run.sh =====
#!/bin/bash
# OpenROAD 26Q1-2900-gdf79404cd8, Yosys 0.63+post, stock flow scripts
make -C /OpenROAD-flow-scripts/flow DESIGN_CONFIG=/design/flow/config.mk WORK_HOME=/design/flow/orfs finish

==> reports/metrics.cfg <==
[status]
status=complete, no violations

[detailed_routing]
drc_errors=0
firstDrtPassIters=5
num_vias=9514
wl_per_cell_microns=24.9
drt_iter0_markers=641
wirelength_mm=44.0
ant_nets=0
antenna_cells=0
vias_per_cell=5.39

[critical_path]
arrival_ns=3.45
reg2reg_from=mem[7][9]
end_kind=flip-flop
crit_buf_inv=2
critical_path_class=in2reg
r2r-end=data_out[9]
cp_top_family=buffers and inverters
critical_path_depth=4
r2r_cells=3
worst_path_max_delay_cell=clkdlybuf4s50_1
slowest_delay_ns=0.71
crit_path_cell_trace=clkdlybuf4s50_1 > nand2b_1 > nor2_4 > buf_4
crit_fanout=18
cp.required_ns=6.05
ff2ff_setup_slack_ns=4.25
start_kind=input port

[place]
io_buffers=70
place_congestion=0.815
hpwl_mm=24.4

[power_and_ir_drop]
p_clk_share_pct=41.4
internal_power_w=0.00648
power.leakage_nw=7.54
switching_power_w=0.00165
switching_share_pct=20.3
vdd_drop_max_mv=0.224
pwr_density_cell_nw_per_um2=344
p_seq_share_pct=53.8
combPwrFrac_pct=4.8
total_power_w=0.00814

[final_timing]
rsz0062_at_grt=false
slew_headroom_pct=49.2
tightest_slew_ns=0.760
finalSetupViolCount=0
final_hold_viol_count=0
skew_ns=0.0150
finalCritPeriodShare_pct=55.2
final.setup.tns_ns=0
maxSlewViolCount=0
fin_crit_ns=3.20
fmax_mhz=312

[synth]
synth_cells=950
ys_seq_share_pct=79.1
async_flop_share_pct=0
synth_area_per_cell_sq_um=21.3
synth-main-ff-cell=edfxtp_1
yosysUniqueCellTypes=25
ys_ff=544
synthesis.area_sq_um=20300
yosys_warnings=1
ys_chip_area_sq_um=20300
edf_count=512
synth_stat.cells=950

[grt]
grt_max_degree=76
grt_pass1_vias=10200
antenna_found_initial=0
gr-total-overflow=0
grt.total_usage_pct=19.3
grt_pass1_wl_mm=65.4

[cts]
cts_htree_levels=2
clock_path_buffers=3
cts_setup_buffers=0
cts_resized=0
tritoncts=yes
clk_pin_slew_ns=0.06
root_buffer=clkbuf_16
numCtsBuffers=53
hold_buffers=0
clock_latency_ns=0.60
cts_sinks=544

[finish]
area_growth_syn_to_layout_pct=16.6
final_common_cell=edfxtp_1
final_cell_mix=512 x edfxtp_1, 68 x clkdlybuf4s50_1, 64 x mux2i_1, 64 x mux2_2, 64 x mux4_2
drive_gt1_share_pct=24.2
final_util_pct=47.2

[flow_run]
cap_violations=0
warnings=25

[die]
rows=82
core_area_sq_um=50100
die_area_sq_um=51600
fp.dieW_microns=227
io_pins=71
initCoreUtil_pct=40.5
die_h_microns=227

[min_path]
hold_start=mem[15][19]
hold_end=data_out[19]
hold_class=reg2reg
hold_depth=3

sequential cells by signal (all words and copies together) (netlist names):
name      cells
mem         512
data_out     32
kinds of logic after synthesis:
group | share of synthesized area [%]
DFF | 79.1
muxes | 13.8
AOI/OAI and AO/OA | 4.74
buffers and inverters | 1.49
and+or+nand+nor | 0.883
metrics by stage:
step	cells	cell area [sq um]	hold slack, ns	setup WS [ns]
floorplan	950	20300	0.644	1.21
global placement	1666	21900	0.666	2.02
detailed placement	1666	21900	0.679	1.98
CTS	1765	23600	0.681	2.61
global route	1765	23600	0.721	2.47
finish	1765	23600	0.683	2.60
layer usage:
metal | vias up | track usage [%] | wire length (microns)
li1 | 4171 | - | -
met1 | 4758 | 25.6 | 16000
met2 | 531 | 28.6 | 20800
met3 | 54 | 13.0 | 6440
met4 | 0 | 2.90 | 707
met5 | - | 0 | 0
cells in the mapped netlist, types with 2 or more instances:
cell type,number,area [sq um]
clkbuf_1,29,109
dfxtp_1,32,641
nor2_1,13,48.8
mux4_2,64,1440
buf_6,6,67.6
o22ai_1,32,200
a22o_1,32,280
edfxtp_1,512,15400
nand4bb_1,2,22.5
nand2b_1,3,18.8
buf_4,8,60.1
o31ai_1,32,240
nor3_1,3,15.0
mux2_2,64,721
nand2_1,2,7.51
a22oi_1,32,240
buf_2,13,65.1
mux2i_1,64,641
worst reg2reg max path, stage by stage, from the launching register on:
cell and delay, ns:
edfxtp_1 0.37, mux4_2 0.48, a22oi_1 0.37, o31ai_1 0.18
power by group through the flow:
stage | logic (W) | clock network, W | registers (W)
4_1_cts | 0.000398 | 0.00344 | 0.00438
5_1_grt | 0.000424 | 0.00358 | 0.00438
6_report | 0.000390 | 0.00337 | 0.00438
layout make-up:
class | instances | area (sq um)
Clock buffer | 82 | 1570
Clock inverter | 17 | 174
Fill cell | 4129 | 26400
Multi-Input combinational cell | 350 | 4080
Sequential cell | 544 | 16000
Tap cell | 672 | 841
Timing Repair Buffer | 100 | 953
worst max path at each step:
stage / slack, ns / endpoint / start
CTS: 2.61 / mem[9][23] / addr[2]
global route: 2.47 / mem[9][23] / addr[2]
finish: 2.60 / mem[9][15] / addr[2]
Power figures rest on the tool's default switching activity, not on a simulated workload.
